==> design.v <==
module tic_tac_toe(
     input clock, 
     input reset, 
     input play, 
     input pc, 
     input [3:0] computer_position,player_position, 
     output wire [1:0] pos1,pos2,pos3,
     pos4,pos5,pos6,pos7,pos8,pos9,
     output wire[1:0]who 
     );
 wire [15:0] PC_en; 
 wire [15:0] PL_en;  
 wire illegal_move;  
 wire win;  
 wire computer_play;  
 wire player_play;  
 wire no_space;  
  position_registers position_reg_unit(
      clock,  
      reset,  
      illegal_move,  
      PC_en[8:0],  
      PL_en[8:0],  
      pos1,pos2,pos3,pos4,pos5,pos6,pos7,pos8,pos9 
      );
 winner_detector win_detect_unit(pos1,pos2,pos3,pos4,pos5,pos6,pos7,pos8,pos9,win,who);
 position_decoder pd1(computer_position,computer_play,PC_en);
 position_decoder pd2(player_position,player_play,PL_en); 
  illegal_move_detector imd_unit(
   pos1,pos2,pos3,pos4,pos5,pos6,pos7,pos8,pos9, 
   PC_en[8:0], PL_en[8:0], 
   illegal_move
   );
 nospace_detector nsd_unit(
   pos1,pos2,pos3,pos4,pos5,pos6,pos7,pos8,pos9, 
   no_space
    ); 
 fsm_controller tic_tac_toe_controller(
     clock, 
     reset, 
     play,  
     pc, 
     illegal_move, 
     no_space,  
     win,  
     computer_play,  
     player_play  
     );    
endmodule 
module position_registers(
      input clock,  
      input reset,  
      input illegal_move,  
      input [8:0] PC_en,  
      input [8:0] PL_en,  
      output reg[1:0] pos1,pos2,pos3,pos4,pos5,pos6,pos7,pos8,pos9 
      );
 always @(posedge clock or posedge reset)
 begin
  if(reset) 
   pos1 <= 2'b00;
  else begin
   if(illegal_move==1'b1)
    pos1 <= pos1; 
   else if(PC_en[0]==1'b1)
    pos1 <= 2'b10;  
   else if (PL_en[0]==1'b1)
    pos1 <= 2'b01; 
   else 
    pos1 <= pos1; 
  end 
 end 
 always @(posedge clock or posedge reset)
 begin
  if(reset) 
   pos2 <= 2'b00;
  else begin
   if(illegal_move==1'b1)
    pos2 <= pos2; 
   else if(PC_en[1]==1'b1)
    pos2 <= 2'b10;  
   else if (PL_en[1]==1'b1)
    pos2 <= 2'b01; 
   else 
    pos2 <= pos2; 
  end 
 end 
 always @(posedge clock or posedge reset)
 begin
  if(reset) 
   pos3 <= 2'b00;
  else begin
   if(illegal_move==1'b1)
    pos3 <= pos3; 
   else if(PC_en[2]==1'b1)
    pos3 <= 2'b10;  
   else if (PL_en[2]==1'b1)
    pos3 <= 2'b01; 
   else 
    pos3 <= pos3; 
  end 
 end  
 always @(posedge clock or posedge reset)
 begin
  if(reset) 
   pos4 <= 2'b00;
  else begin
   if(illegal_move==1'b1)
    pos4 <= pos4; 
   else if(PC_en[3]==1'b1)
    pos4 <= 2'b10;  
   else if (PL_en[3]==1'b1)
    pos4 <= 2'b01; 
   else 
    pos4 <= pos4; 
  end 
 end 
 always @(posedge clock or posedge reset)
 begin
  if(reset) 
   pos5 <= 2'b00;
  else begin
   if(illegal_move==1'b1)
    pos5 <= pos5; 
   else if(PC_en[4]==1'b1)
    pos5 <= 2'b10;  
   else if (PL_en[4]==1'b1)
    pos5 <= 2'b01; 
   else 
    pos5 <= pos5; 
  end 
 end 
 always @(posedge clock or posedge reset)
 begin
  if(reset) 
   pos6 <= 2'b00;
  else begin
   if(illegal_move==1'b1)
    pos6 <= pos6; 
   else if(PC_en[5]==1'b1)
    pos6 <= 2'b10;  
   else if (PL_en[5]==1'b1)
    pos6 <= 2'b01; 
   else 
    pos6 <= pos6; 
  end 
 end 
 always @(posedge clock or posedge reset)
 begin
  if(reset) 
   pos7 <= 2'b00;
  else begin
   if(illegal_move==1'b1)
    pos7 <= pos7; 
   else if(PC_en[6]==1'b1)
    pos7 <= 2'b10;  
   else if (PL_en[6]==1'b1)
    pos7 <= 2'b01; 
   else 
    pos7 <= pos7; 
  end 
 end 
 always @(posedge clock or posedge reset)
 begin
  if(reset) 
   pos8 <= 2'b00;
  else begin
   if(illegal_move==1'b1)
    pos8 <= pos8; 
   else if(PC_en[7]==1'b1)
    pos8 <= 2'b10;  
   else if (PL_en[7]==1'b1)
    pos8 <= 2'b01; 
   else 
    pos8 <= pos8; 
  end 
 end 
 always @(posedge clock or posedge reset)
 begin
  if(reset) 
   pos9 <= 2'b00;
  else begin
   if(illegal_move==1'b1)
    pos9 <= pos9; 
   else if(PC_en[8]==1'b1)
    pos9 <= 2'b10;  
   else if (PL_en[8]==1'b1)
    pos9 <= 2'b01; 
   else 
    pos9 <= pos9; 
  end 
 end  
endmodule 
module fsm_controller(
     input clock, 
     input reset, 
     play,  
     pc, 
     illegal_move, 
     no_space,  
     win,  
     output reg computer_play,  
     player_play  
     );
parameter IDLE=2'b00;
parameter PLAYER=2'b01;
parameter COMPUTER=2'b10;
parameter GAME_DONE=2'b11;
reg[1:0] current_state, next_state;
always @(posedge clock or posedge reset) 
begin 
 if(reset)
  current_state <= IDLE;
 else 
  current_state <= next_state;
end 
always @(*)
 begin
 case(current_state)
 IDLE: begin 
  if(reset==1'b0 && play == 1'b1)
   next_state <= PLAYER;  
  else 
   next_state <= IDLE;
  player_play <= 1'b0;
  computer_play <= 1'b0;
 end 
 PLAYER:begin 
  player_play <= 1'b1;
  computer_play <= 1'b0;
  if(illegal_move==1'b0)
   next_state <= COMPUTER;  
  else 
   next_state <= IDLE;
 end 
 COMPUTER:begin 
  player_play <= 1'b0;
  if(pc==1'b0) begin 
   next_state <= COMPUTER;
   computer_play <= 1'b0;
  end
  else if(win==1'b0 && no_space == 1'b0)
  begin 
   next_state <= IDLE;
   computer_play <= 1'b1; 
  end 
  else if(no_space == 1 || win ==1'b1)
  begin 
   next_state <= GAME_DONE;  
   computer_play <= 1'b1; 
  end  
 end 
 GAME_DONE:begin  
  player_play <= 1'b0;
  computer_play <= 1'b0; 
  if(reset==1'b1) 
   next_state <= IDLE; 
  else 
   next_state <= GAME_DONE;  
 end 
 default: next_state <= IDLE; 
 endcase
 end
endmodule 
module nospace_detector(
   input [1:0] pos1,pos2,pos3,pos4,pos5,pos6,pos7,pos8,pos9, 
   output wire no_space
    );
wire temp1,temp2,temp3,temp4,temp5,temp6,temp7,temp8,temp9;
assign temp1 = pos1[1] | pos1[0];
assign temp2 = pos2[1] | pos2[0];
assign temp3 = pos3[1] | pos3[0];
assign temp4 = pos4[1] | pos4[0];
assign temp5 = pos5[1] | pos5[0];
assign temp6 = pos6[1] | pos6[0];
assign temp7 = pos7[1] | pos7[0];
assign temp8 = pos8[1] | pos8[0];
assign temp9 = pos9[1] | pos9[0];
assign no_space =((((((((temp1 & temp2) & temp3) & temp4) & temp5) & temp6) & temp7) & temp8) & temp9);
endmodule 
module illegal_move_detector(
   input [1:0] pos1,pos2,pos3,pos4,pos5,pos6,pos7,pos8,pos9, 
   input [8:0] PC_en, PL_en, 
   output wire illegal_move
   );
wire temp1,temp2,temp3,temp4,temp5,temp6,temp7,temp8,temp9;
wire temp11,temp12,temp13,temp14,temp15,temp16,temp17,temp18,temp19;
wire temp21,temp22;
assign temp1 = (pos1[1] | pos1[0]) & PL_en[0];
assign temp2 = (pos2[1] | pos2[0]) & PL_en[1];
assign temp3 = (pos3[1] | pos3[0]) & PL_en[2];
assign temp4 = (pos4[1] | pos4[0]) & PL_en[3];
assign temp5 = (pos5[1] | pos5[0]) & PL_en[4];
assign temp6 = (pos6[1] | pos6[0]) & PL_en[5];
assign temp7 = (pos7[1] | pos7[0]) & PL_en[6];
assign temp8 = (pos8[1] | pos8[0]) & PL_en[7];
assign temp9 = (pos9[1] | pos9[0]) & PL_en[8];
assign temp11 = (pos1[1] | pos1[0]) & PC_en[0];
assign temp12 = (pos2[1] | pos2[0]) & PC_en[1];
assign temp13 = (pos3[1] | pos3[0]) & PC_en[2];
assign temp14 = (pos4[1] | pos4[0]) & PC_en[3];
assign temp15 = (pos5[1] | pos5[0]) & PC_en[4];
assign temp16 = (pos6[1] | pos6[0]) & PC_en[5];
assign temp17 = (pos7[1] | pos7[0]) & PC_en[6];
assign temp18 = (pos8[1] | pos8[0]) & PC_en[7];
assign temp19 = (pos9[1] | pos9[0]) & PC_en[8];
assign temp21 =((((((((temp1 | temp2) | temp3) | temp4) | temp5) | temp6) | temp7) | temp8) | temp9);
assign temp22 =((((((((temp11 | temp12) | temp13) | temp14) | temp15) | temp16) | temp17) | temp18) | temp19);
assign illegal_move = temp21 | temp22 ;
endmodule 
module position_decoder(input[3:0] in, input enable, output wire [15:0] out_en);
 reg[15:0] temp1;
 assign out_en = (enable==1'b1)?temp1:16'd0;
 always @(*)
 begin
 case(in)
 4'd0: temp1 <= 16'b0000000000000001;
 4'd1: temp1 <= 16'b0000000000000010; 
 4'd2: temp1 <= 16'b0000000000000100;
 4'd3: temp1 <= 16'b0000000000001000;
 4'd4: temp1 <= 16'b0000000000010000;
 4'd5: temp1 <= 16'b0000000000100000;
 4'd6: temp1 <= 16'b0000000001000000;
 4'd7: temp1 <= 16'b0000000010000000;
 4'd8: temp1 <= 16'b0000000100000000;
 4'd9: temp1 <= 16'b0000001000000000;
 4'd10: temp1 <= 16'b0000010000000000;
 4'd11: temp1 <= 16'b0000100000000000;
 4'd12: temp1 <= 16'b0001000000000000;
 4'd13: temp1 <= 16'b0010000000000000;
 4'd14: temp1 <= 16'b0100000000000000;
 4'd15: temp1 <= 16'b1000000000000000;
 default: temp1 <= 16'b0000000000000001; 
 endcase 
end 
endmodule 
module winner_detector(input [1:0] pos1,pos2,pos3,pos4,pos5,pos6,pos7,pos8,pos9, output wire winner, output wire [1:0]who);
wire win1,win2,win3,win4,win5,win6,win7,win8;
wire [1:0] who1,who2,who3,who4,who5,who6,who7,who8;
winner_detect_3 u1(pos1,pos2,pos3,win1,who1); 
winner_detect_3 u2(pos4,pos5,pos6,win2,who2); 
winner_detect_3 u3(pos7,pos8,pos9,win3,who3); 
winner_detect_3 u4(pos1,pos4,pos7,win4,who4); 
winner_detect_3 u5(pos2,pos5,pos8,win5,who5); 
winner_detect_3 u6(pos3,pos6,pos9,win6,who6); 
winner_detect_3 u7(pos1,pos5,pos9,win7,who7); 
winner_detect_3 u8(pos3,pos5,pos6,win8,who8); 
assign winner = (((((((win1 | win2) | win3) | win4) | win5) | win6) | win7) | win8);
assign who = (((((((who1 | who2) | who3) | who4) | who5) | who6) | who7) | who8);
endmodule 
module winner_detect_3(input [1:0] pos0,pos1,pos2, output wire winner, output wire [1:0]who);
wire [1:0] temp0,temp1,temp2;
wire temp3;
assign temp0[1] = !(pos0[1]^pos1[1]);
assign temp0[0] = !(pos0[0]^pos1[0]);
assign temp1[1] = !(pos2[1]^pos1[1]);
assign temp1[0] = !(pos2[0]^pos1[0]);
assign temp2[1] = temp0[1] & temp1[1];
assign temp2[0] = temp0[0] & temp1[0];
assign temp3 = pos0[1] | pos0[0];
assign winner = temp3 & temp2[1] & temp2[0];
assign who[1] = winner & pos0[1];
assign who[0] = winner & pos0[0];
endmodule
==> run.sh <==
#!/bin/bash
# OpenROAD 26Q1-2900-gdf79404cd8, Yosys 0.63+post, stock flow scripts
make -C /OpenROAD-flow-scripts/flow DESIGN_CONFIG=/design/flow/config.mk WORK_HOME=/design/flow/orfs finish
==> config.mk <==
export PLATFORM = sky130hd
export DESIGN_NAME = tic_tac_toe
export DESIGN_NICKNAME = tic_tac_toe
export VERILOG_FILES = /design/flow/design.v
export SDC_FILE = /design/flow/constraint.sdc
export NUM_CORES = 4
export LEC_CHECK = 1
export CORE_AREA = 10 10 107 107
export DIE_AREA = 0 0 117 117
==> constraint.sdc <==
current_design tic_tac_toe

set clk_period 3.7
set clk_io_pct 0.2

create_clock -name clk0 -period $clk_period [get_ports {clock}]

set non_clock_inputs [all_inputs -no_clocks]
set_input_delay [expr $clk_period * $clk_io_pct] -clock clk0 $non_clock_inputs
set_output_delay [expr $clk_period * $clk_io_pct] -clock clk0 [all_outputs]
==> flow_summary.json <==
{
  "clock_tree.buffer_depth": 2,
  "netlist_area_um2": 1640,
  "unclocked_pins": 3,
  "powerDensity_nw_per_um2": 363.4,
  "synth_cells": 189,
  "async_flop_share": 0.8696,
  "critPathCaptureType": "output pin",
  "synth_warnings": 3,
  "fin_util": 0.2239,
  "synth.avg_cell_area_um2": 8.679,
  "maxCapViolCount": 0,
  "dpl.hpwl_mm": 3.924,
  "edf_count": 0,
  "grt_util_all_layers": 0.07790,
  "relSlewSlack": 0.4411,
  "worst_ep_arrival_time_ps": 2580,
  "post-cts-setup-buffers": 0,
  "antenna_found_initial": 0,
  "vias_per_cell": 4.829,
  "timing.rr.end": "tic_tac_toe_controller.current_state[1]",
  "rsz0062_at_grt": "false",
  "hold_slack_ps": 669.2,
  "yosys_area_um2": 1640,
  "netlist-cell-type-count": 54,
  "io_pins": 32,
  "ff_type": "dfrtp_1",
  "firstDrtPassIters": 4,
  "r2r_slack_ps": 1020,
  "slew_violations": 0,
  "chipHeight_um": 117,
  "fill_cells": 985,
  "warnings": 25,
  "io_buffers": 31,
  "clk_pin_slew_ps": 70,
  "core.rowCount": 35,
  "startpoint_type": "flop",
  "cts_hold_buffers": 0,
  "antennaDiodeCount": 0,
  "worstMarginPinSlew_ps": 837.4,
  "ys_cells": 189,
  "cts_buffers": 3,
  "fin_setup_tns_ps": 0,
  "period_used_share": 0.8972,
  "skew_ps": 4.426,
  "final-setup-viol-count": 0,
  "wl_mm": 5.143,
  "pre_cts_slack_ps": 309.3,
  "fin_ws_ps": 380.3,
  "vdd_drop_max_mv": 0.1271,
  "netlist.area_leader.share": 0.3051,
  "area_delta_synth_final_pct": 25.55,
  "finalCriticalPeriod_ps": 3320,
  "timing.fmax_mhz": 301.2,
  "worstSetupPathType": "flop to output pin",
  "clock_latency_ps": 260,
  "yosys.area.top_type": "dfrtp_1",
  "cts_resized": 0,
  "route.antenna.remaining_nets": 0,
  "fp.dieW_um": 117,
  "drive_gt1_frac": 0.07583,
  "grt_max_degree": 23,
  "drtIter0Drc": 94,
  "fp_util": 0.1784,
  "hp-class": "flop to flop",
  "drc": 0,
  "cts_max_level": 1,
  "timing.rr.start": "tic_tac_toe_controller.current_state[0]",
  "synth_flop_count": 23,
  "vias": 1555,
  "core_um2": 9196,
  "top_cell": "dfrtp_1",
  "place.gp.congestion": 0.9467,
  "chip_area_um2": 13690,
  "cp-endpoint": "who[0]",
  "startpoint": "position_reg_unit.pos1[0]",
  "reg2reg_depth": 10,
  "required_ps": 2960,
  "gr-total-overflow": 0,
  "leakage_nw": 0.8600,
  "untimed_endpoints": 3,
  "clockRootBuffer": "clkbuf_8",
  "common_cells": "20 x dfrtp_1, 14 x nor3_1, 13 x nor2_1, 11 x and3_1, 11 x nand2_1",
  "hold_viol": 0,
  "cts_tree": "done",
  "status": "finished clean",
  "topCellsByArea": "dfrtp_1 31%, nor3_1 4.3%, and3_1 4.2%, a41o_1 3.1%, nor2_1 3.0%",
  "grt_pass1_vias": 1525,
  "grt_pass1_wl_mm": 8.514,
  "post_drt_wl_per_cell_um": 15.97,
  "path_max_fanout": 10
}
sequential cells by signal, indices dropped and copies added (netlist names):
name                                  flops
position_reg_unit.pos1                    2
position_reg_unit.pos6                    2
tic_tac_toe_controller.computer_play      1
position_reg_unit.pos9                    2
position_reg_unit.pos7                    2
position_reg_unit.pos2                    2
position_reg_unit.pos5                    2
position_reg_unit.pos4                    2
position_reg_unit.pos8                    2
tic_tac_toe_controller.current_state      2
position_reg_unit.pos3                    2
tic_tac_toe_controller.next_state         2
cell families (layout without fill, tap and decap cells):
logic type,after synthesis,count (layout),share of synthesized area
other,1,3,0.002286
multiplexers,2,2,0.02746
buffers and inverters,21,41,0.07017
AND/OR/NAND/NOR,93,93,0.3341
latches,3,3,0.02746
AND-OR/OR-AND,49,49,0.2334
flip-flops,20,20,0.3051
layer usage:
metal	track usage	vias up	routed length (um)
li1	-	760	-
met1	0.1021	741	2115
met2	0.1241	52	2440
met3	0.02683	2	564
met4	0.01236	0	23
met5	0	-	0
critical path, stage by stage (launching register included):
cell	delay [ps]
dfrtp_1	530
and3_1	250
o22ai_1	180
a21oi_1	90
or3_1	480
a221o_1	380
clkdlybuf4s50_1	430
where the power goes:
part           switching [mW]  leakage (nW)  total [mW]  internal, mW
logic                  0.0960         0.561       0.241         0.145
registers              0.0903         0.270       0.342         0.251
clock network          0.0708        0.0288       0.165        0.0946
worst min-delay path by stage:
stage | cells after the start | start | slack, ps | endpoint
finish | 1 | position_reg_unit.pos8[1] | 670 | position_reg_unit.pos8[1]
global route | 2 | position_reg_unit.pos2[0] | 720 | position_reg_unit.pos2[0]
CTS | 2 | position_reg_unit.pos2[0] | 660 | position_reg_unit.pos2[0]
per-stage QoR:
step	cells	instance area [um2]	power, mW
global placement	318	2004	0.5856
global route	322	2059	0.8067
floorplan	191	1648	0.4619
finish	322	2059	0.7485
detailed placement	318	2004	0.5884
CTS	322	2059	0.7532
final cells by class:
cell class	instances	area [um2]	share of cell area
Multi-Input combinational cell	147	987.2	0.4793
Sequential cell	23	545.5	0.2649
Timing Repair Buffer	31	310.3	0.1507
Tap cell	111	138.9	0.06744
Clock buffer	4	55.05	0.02673
Inverter	6	22.52	0.01094
cells in the final DEF, fill, tap and decap left out, types with 6 or more instances in the layout:
master,instances
nand3_1,9
and3_1,11
nand2_1,11
nor3_1,14
o21ai_0,6
clkdlybuf4s50_1,31
dfrtp_1,20
inv_1,6
nor2b_1,6
nor2_1,13
Power and IR drop assume default switching activity.
